File: flow/run.sh
#!/bin/bash
# OpenROAD 26Q1-2900-gdf79404cd8, Yosys 0.63+post, stock flow scripts
make -C /OpenROAD-flow-scripts/flow DESIGN_CONFIG=/design/flow/config.mk WORK_HOME=/design/flow/orfs finish
File: flow/constraint.sdc
current_design fifo

set clk_period 5.0
set clk_io_pct 0.2

create_clock -name clk0 -period $clk_period [get_ports {clk}]

set non_clock_inputs [all_inputs -no_clocks]
set_input_delay [expr $clk_period * $clk_io_pct] -clock clk0 $non_clock_inputs
set_output_delay [expr $clk_period * $clk_io_pct] -clock clk0 [all_outputs]
File: flow/design.v
module fifo#(
    parameter WIDTH = 8,
    parameter DEPTH = 16
)(
    input wire clk,
    input wire rst_n,
    input wire wr_en,
    input wire [WIDTH-1:0] d_in,
    input wire rd_en,
    output wire full,
    output wire empty,
    output reg [WIDTH-1:0] d_out 
);
    reg [WIDTH-1:0] mem [0:DEPTH-1];
    reg [$clog2(DEPTH):0] wr_ptr;  
    reg [$clog2(DEPTH):0] rd_ptr;  
    assign full = (wr_ptr[$clog2(DEPTH)] != rd_ptr[$clog2(DEPTH)]) && 
                  (wr_ptr[$clog2(DEPTH)-1:0] == rd_ptr[$clog2(DEPTH)-1:0]) ? 1'b1 : 1'b0;
    assign empty = (wr_ptr == rd_ptr) ? 1'b1 : 1'b0;
    always @(posedge clk or negedge rst_n) begin
        if(!rst_n) begin
            wr_ptr <= 5'b0;
            rd_ptr <= 5'b0;
        end
        else begin
            if(wr_en && !full) begin
                mem[wr_ptr[$clog2(DEPTH)-1:0]] <= d_in;
                wr_ptr <= wr_ptr + 1;
            end
            if(rd_en && !empty) begin
                d_out <= mem[rd_ptr[$clog2(DEPTH)-1:0]];
                rd_ptr <= rd_ptr + 1;
            end
        end
    end
endmodule
File: flow/config.mk
export PLATFORM = sky130hd
export DESIGN_NAME = fifo
export DESIGN_NICKNAME = fifo
export VERILOG_FILES = /design/flow/design.v
export SDC_FILE = /design/flow/constraint.sdc
export NUM_CORES = 4
export LEC_CHECK = 1
export CORE_UTILIZATION = 50
==> impl_metrics.env <==
# flow metrics
export IMPL_status="finished, final reports clean"
export IMPL_synth_area_yosys_um2=5890
export IMPL_hold_path_class="reg2reg"
export IMPL_yosysWarningCount=2
export IMPL_cts_root_buffer="sky130_fd_sc_hd__clkbuf_16"
export IMPL_fin_crit_sh=0.637
export IMPL_r2r_end="d_out[7]"
export IMPL_layout_min_cycle_time_ns=3.18
export IMPL_drc=0
export IMPL_yosys_cell_types_count=45
export IMPL_wire_per_inst_um=23.5
export IMPL_worst_skew_pair_late_latency_ns=0.43
export IMPL_routed_wl_um=13200
export IMPL_cap_violations=0
export IMPL_total_power_mw=4.11
export IMPL_setup_viol=0
export IMPL_grt_max_degree=40
export IMPL_ff2ff_path_depth=7
export IMPL_insertedDiodeCount=0
export IMPL_hold_buffers=0
export IMPL_synth_flops=146
export IMPL_grt_remaining_overflow=0
export IMPL_detail_route_iter0_violations=202
export IMPL_worst_slew_pin_slew_ns=0.813
export IMPL_ctsResizeCount=0
export IMPL_die_w_um=111
export IMPL_die_height_um=111
export IMPL_grt_pass1_vias=3614
export IMPL_worstPathArrival_ns=2.18
export IMPL_warnings=31
export IMPL_yosys_stat_cells=366
export IMPL_post_cts_repair_setup_buffers=0
export IMPL_share_of_async_settable_or_async_resettable_flops_after_synthesis=0.0685
export IMPL_fmax_mhz=314
export IMPL_regToRegStartpoint="rd_ptr[0]"
export IMPL_setup_reg_to_reg_worst_slack_ns=2.68
export IMPL_layout_cells_sized_above_1=0.153
export IMPL_cts_buffer_depth=2
export IMPL_final_report_hold_violation_count=0
export IMPL_cp_max_fo=39
export IMPL_cts_inserted_buffers=17
export IMPL_max_slew_margin_vs_limit=0.456
export IMPL_grt_antenna_before_repair=0
export IMPL_final_antenna_net_count=0
export IMPL_rows=39
export IMPL_mappedNetlistArea_um2=5890
export IMPL_layoutNonFillerInstCount=562
export IMPL_hold_worst_path_end="wr_ptr[4]"
export IMPL_worstPathCellList="buf_4, xnor2_2, nand4_4, nor2_1, clkdlybuf4s50_1"
export IMPL_post_synth_inst_count=366
export IMPL_synth_avg_cell_area_um2=16.1
export IMPL_design_portCount=22
export IMPL_cts_sinks=146
export IMPL_report_final_slew_viol_count=0
export IMPL_dp_hpwl_um=8120
export IMPL_utilization=0.601
export IMPL_hold_path_startpoint="wr_ptr[4]"
export IMPL_rsz0062_at_grt="no"
export IMPL_fin_setup_tns_ns=0
export IMPL_cp_required_ns=4.00
export IMPL_grtUsageTotal=0.253
export IMPL_cp_slowest_stage_delay_ns=0.47
export IMPL_timing_hold_ws_ns=0.536
export IMPL_synth_seq_area_share=0.736
export IMPL_worstSetupStartpointType="flip-flop"
export IMPL_core_utilization_at_floorplan=0.514
export IMPL_placed_cells_incl_taps=530
export IMPL_peakVddDrop_v=0.000601
export IMPL_power_static_leakage_nw=2.29
export IMPL_finalWeightedCongestion=0.855
export IMPL_hold_depth=1
export IMPL_edf_count=136
export IMPL_cp_slowest_cell="sky130_fd_sc_hd__clkdlybuf4s50_1"
export IMPL_clk_pin_slew_ns=0.05
export IMPL_class_of_the_most_critical_setup_path="reg2out"
export IMPL_route_vias_total=3401
export IMPL_drt_first_pass_iters=5
export IMPL_critical_path_endpoint_type="output port"
export IMPL_power_density_nw_per_um2=596
export IMPL_worst_clock_skew_ns=0.0152
export IMPL_floorplan_core_area_um2=11500
export IMPL_chip_area_um2=12200
export IMPL_area_growth_syn_to_layout_pct=17.0
export IMPL_cts_tree="built"
export IMPL_io_buffers=21
export IMPL_drt_vias_per_instance=6.05
export IMPL_grt_first_pass_wirelength_um=20600
export IMPL_cts_htree_levels=4
export IMPL_yosys_most_used_dff="sky130_fd_sc_hd__edfxtp_1"
-- synthesized netlist by cell type (5+ instances only) --
cell type	n	share of area
sky130_fd_sc_hd__a221oi_1	10	0.015
sky130_fd_sc_hd__mux2i_1	6	0.010
sky130_fd_sc_hd__clkbuf_1	5	0.0032
sky130_fd_sc_hd__a32o_1	5	0.0085
sky130_fd_sc_hd__xnor2_1	10	0.015
sky130_fd_sc_hd__a21oi_1	11	0.0093
sky130_fd_sc_hd__dfrtp_1	10	0.042
sky130_fd_sc_hd__nor2_1	18	0.011
sky130_fd_sc_hd__inv_1	6	0.0038
sky130_fd_sc_hd__a31oi_1	7	0.0074
sky130_fd_sc_hd__buf_2	10	0.0085
sky130_fd_sc_hd__ha_1	8	0.017
sky130_fd_sc_hd__nor3_1	15	0.013
sky130_fd_sc_hd__a22oi_1	18	0.023
sky130_fd_sc_hd__edfxtp_1	136	0.69
sky130_fd_sc_hd__nand2_1	22	0.014
sky130_fd_sc_hd__a222oi_1	8	0.014
-- cell usage in the layout (no fill, tap or decap), types with 5 or more instances in the layout --
cell type and instances:
sky130_fd_sc_hd__mux2i_1 6, sky130_fd_sc_hd__buf_4 22, sky130_fd_sc_hd__a222oi_1 8, sky130_fd_sc_hd__a221oi_1 10, sky130_fd_sc_hd__a21oi_1 11, sky130_fd_sc_hd__dfrtp_1 10
sky130_fd_sc_hd__nor2_1 18, sky130_fd_sc_hd__nand2_1 22, sky130_fd_sc_hd__a32o_1 5, sky130_fd_sc_hd__edfxtp_1 136, sky130_fd_sc_hd__inv_1 6, sky130_fd_sc_hd__ha_1 8
sky130_fd_sc_hd__clkbuf_16 17, sky130_fd_sc_hd__clkinv_2 5, sky130_fd_sc_hd__nor3_1 15, sky130_fd_sc_hd__a22oi_1 18, sky130_fd_sc_hd__a31oi_1 7, sky130_fd_sc_hd__xnor2_1 10
sky130_fd_sc_hd__clkdlybuf4s50_1 21
-- where the power goes --
group	internal, mW	switching, mW	total (mW)
clock	0.773	0.457	1.23
combinational	0.489	0.806	1.29
sequential	1.49	0.0915	1.58
-- critical path: cells and delay by family, from the launching register on --
kind | cells | cell delay (ns)
xor+xnor | 1 | 0.20
buf+inv | 2 | 0.91
flops | 1 | 0.32
simple gates | 2 | 0.34
-- flip-flops by register name (all words and copies together) (netlist names) --
| register | cells |
|---|---|
| d_out | 8 |
| mem | 128 |
| wr_ptr | 5 |
| rd_ptr | 5 |
-- stage by stage --
step | setup WS [ns] | cell area (um2)
2_1_floorplan | 2.62 | 5890
3_3_place_gp | 1.98 | 6310
3_5_place_dp | 1.99 | 6310
4_1_cts | 1.78 | 6890
5_1_grt | 1.70 | 6890
6_report | 1.82 | 6890
-- final cells by class --
class                   instances  area, um2
clock buffers                  19        433
clock inverters                13        143
fillers                       838       4580
inverters                       6       22.5
multi-input cells             192       1400
flip-flops and latches        146       4330
well taps                     143        179
repair buffers                 43        375
-- layer usage --
metal / wire length [um] / part of all wire / GRT usage
met5: 0 / 0 / 0
met4: 207 / 0.016 / 0.0400
met3: 1740 / 0.13 / 0.150
met2: 6070 / 0.46 / 0.361
met1: 5190 / 0.39 / 0.381
-- worst max-delay path by stage --
stage,start,to,slack [ns]
after CTS,rd_ptr[3],empty,1.78
final,rd_ptr[3],empty,1.82
after global routing,rd_ptr[3],full,1.70
-- cells by family after synthesis --
kind of cell               after synthesis  share of synthesized area
AOI/OAI and AO/OA                       86                      0.113
xor gates and xnor gates                14                     0.0246
muxes                                   12                     0.0229
DFF                                    146                      0.736
adders and majority gates                8                     0.0170
and+or+nand+nor                         72                     0.0603
buffers and inverters                   28                     0.0257
Power and IR drop assume default switching activity.

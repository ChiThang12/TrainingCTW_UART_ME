===== design/flow/design.v =====
module tx_core#(
    parameter WIDTH = 8,
    parameter SAMPLING_TICKS = 16,
    parameter STOP_BITS = 1
)(
    input wire clk,
    input wire rst_n,
    input wire [WIDTH-1:0]tx_data_in,
    input wire tx_start,
    input wire baud_tick,
    output reg tx,
    output reg tx_busy
);
    localparam IDLE = 2'b00;
    localparam START = 2'b01;
    localparam DATA = 2'b10;
    localparam STOP = 2'b11;
    reg [1:0] state;
    reg [WIDTH-1:0] shift_reg;
    reg [$clog2(SAMPLING_TICKS)-1:0] baud_cnt;
    reg [$clog2(WIDTH)-1:0] bit_cnt;
    always @(posedge clk or negedge rst_n)begin
        if(!rst_n) begin
            state <= IDLE;
            shift_reg <= 0;
            baud_cnt <=0;
            tx_busy <=0;
            tx <=1'b1;  
            bit_cnt <=0;
        end else begin
            case(state)
                IDLE: begin
                    tx <= 1'b1;
                    tx_busy <= 1'b0;
                    baud_cnt <=0;
                    bit_cnt <=0;
                    if(tx_start) begin
                        state <= START;
                        tx_busy <= 1'b1;
                    end
                end
                START: begin
                    tx <= 1'b0; 
                    tx_busy <= 1'b1;
                    if(baud_tick) begin
                        if(baud_cnt == SAMPLING_TICKS - 1) begin
                            baud_cnt <=0;
                            shift_reg <= tx_data_in;
                            state <= DATA;
                            bit_cnt <=0;
                        end else begin
                            baud_cnt <= baud_cnt + 1;
                        end
                    end
                end
                DATA: begin
                    tx <= shift_reg[0];
                    if(baud_tick)begin
                        if(baud_cnt == SAMPLING_TICKS - 1)begin
                            baud_cnt <=0;
                            shift_reg <= shift_reg >> 1;
                            if(bit_cnt == WIDTH - 1) begin
                                state <= STOP;
                                bit_cnt <=0;
                            end else begin
                                bit_cnt <= bit_cnt + 1;
                            end
                        end else begin
                            baud_cnt <= baud_cnt + 1;
                        end
                    end
                end
                STOP: begin
                    tx <= 1'b1;
                    if(baud_tick) begin
                        if(baud_cnt == SAMPLING_TICKS - 1) begin
                            baud_cnt <=0;
                            if(bit_cnt == STOP_BITS - 1) begin
                                state <= IDLE;
                                bit_cnt <=0;
                            end else begin
                                bit_cnt <= bit_cnt + 1;
                            end
                        end else begin
                            baud_cnt <= baud_cnt + 1;
                        end
                    end
                end
            endcase
        end
    end
endmodule

===== design/flow/run.sh =====
#!/bin/bash
# OpenROAD 26Q1-2900-gdf79404cd8, Yosys 0.63+post, stock flow scripts
make -C /OpenROAD-flow-scripts/flow DESIGN_CONFIG=/design/flow/config.mk WORK_HOME=/design/flow/orfs finish

===== design/flow/config.mk =====
export PLATFORM = sky130hd
export DESIGN_NAME = tx_core
export DESIGN_NICKNAME = tx_core
export VERILOG_FILES = /design/flow/design.v
export SDC_FILE = /design/flow/constraint.sdc
export NUM_CORES = 4
export LEC_CHECK = 1
export CORE_AREA = 10 10 107 107
export DIE_AREA = 0 0 117 117

===== design/flow/constraint.sdc =====
current_design tx_core

set clk_period 3.5
set clk_io_pct 0.2

create_clock -name clk0 -period $clk_period [get_ports {clk}]

set non_clock_inputs [all_inputs -no_clocks]
set_input_delay [expr $clk_period * $clk_io_pct] -clock clk0 $non_clock_inputs
set_output_delay [expr $clk_period * $clk_io_pct] -clock clk0 [all_outputs]

==> Slide: Implementation Results <==
Implementation Results

Run
  – MaxCap Viol Count: 0
  – Count of tool warnings: 26

GRT
  – Grt ovf: 0
  – Initial antenna violation count: 0
  – Largest net degree at the start of global routing: 22
  – Tot GR Track Use: 3.41%
  – First-pass GRT wire length: 3820 um
  – Vias in the first global route: 766

Logic synthesis
  – Main flop type: dfrtp_1
  – Syn Inst Count: 101
  – Synth async-reset ratio: 100%
  – Post-synth EDFFs: 0
  – Ys Warns: 1
  – Syn Area/Cell: 10.7 um2
  – Yosys chip area: 1080 um2
  – Synthesized registers: 21
  – Netlist cell types: 31
  – Mapped cell area: 1080 um2
  – Ys cells: 101
  – Synth Seq Share: 48.8%

Floorplanning
  – Total die area: 13700 um2
  – Core footprint: 9200 um2
  – Die Wd: 117 um
  – Die height: 117 um
  – IO Count: 14
  – FP Util: 11.8%
  – Placement Rows: 35

Worst setup path
  – Critical path endpoint category: output port
  – Critical path buffers and inverters: 1
  – R2r setup slk: 1780 ps
  – Slowest-stage cell, CP: dfstp_2
  – R2R depth: 4
  – CP Launch Type: flop
  – CP top delay family: flip-flops
  – Required @ worst endpoint: 2800 ps
  – Reg2reg end: bit_cnt[0]
  – WS Path Type: reg2out
  – Worst R2R Start: state[1]
  – Worst stage delay on the critical path: 540 ps
  – CP Cell Sequence: clkdlybuf4s50_1
  – CP Max Fanout: 1
  – Critical path arrival: 1250 ps

CTS
  – Postcts setup bufs: 0
  – Gates resized, CTS repair: 0
  – CTS Buffer Depth: 2
  – TritonCTS Buffers: 3
  – Clock Sinks: 21
  – Clk slew on worst S/H paths: 80 ps
  – Clk ins delay skew pair: 260 ps
  – CTS tree: yes
  – H-tree depth: 1
  – Hold_buf cts: 0
  – Clock Tree Root: clkbuf_8

Final timing
  – Slew headroom: 55.6%
  – Slew @ Worst Pin: 667 ps
  – Cycle use final: 55.7%
  – Hold WS: 493 ps
  – Clk_skew: 6.22 ps
  – Setup TNS: 0 ps
  – Unrepaired setup endpoints after global routing: false
  – Max Fclk: 0.513 GHz
  – Final Hold Viols: 0
  – Minimum clock period: 1950 ps
  – Max-slew violations: 0
  – Setup violators final: 0

Placement
  – Post-detail-place hpwl: 1660 um
  – GP Congestion: 0.763
  – Port bufs: 13

Power and ir drop
  – Net switching power: 124 uW
  – Logic gate share of total power: 12.7%
  – Sequential Power Share: 55.6%
  – Cell internal pwr: 371 uW
  – Maximum vdd ir drop: 0.000125 V
  – Net switching fraction of the power: 25.0%
  – Leakage: 0.577 nW
  – Clock power frac: 31.8%
  – Pwr dens: 360 nW/um2

Hold path
  – Hold Path Class: reg2reg
  – Hold Path Cell Cnt: 1
  – Hold_sp: shift_reg[0]
  – Hold Path End: tx

Run status
  – Run status: complete, no violations

Detailed routing
  – DR vias: 782
  – WL final: 2200 um
  – DR pass1 iterations: 4
  – Initial drt markers: 41
  – Drt via density: 3.44
  – Post-DR wirelength/cell: 9.69 um
  – Antenna Cells: 0
  – Antenna-violating nets left: 0
  – DRC viols: 0

Cells and area
  – Most numerous logic cell after layout: dfrtp_1
  – Synth-to-Final Area Change: 27.2%
  – Top Layout Cells: 19 x dfrtp_1, 13 x nor2_1, 13 x clkdlybuf4s50_1
  – Largest register FFs: 8
  – Share of post-route cells with drive strength above 1: 12.1%
==> power by group through the flow <==
stage	combinational [mW]	clock [mW]	sequential (mW)
4_1_cts	0.0637	0.164	0.276
5_1_grt	0.0702	0.172	0.278
6_report	0.0628	0.157	0.275
==> per-layer routing <==
layer	track usage (%)	routed length, um	vias up	share of wire [%]
met5	0	0	-	0
met4	0.494	36	0	1.6
met3	1.24	106	2	4.8
met2	5.21	986	12	45
met1	4.65	1070	373	49
li1	-	-	395	-
==> Yosys cell counts (all sizes together), types with 2 or more instances <==
cell type / n / area, um2
nand2: 5 / 18.8
o21ai: 6 / 30.0
mux2: 2 / 22.5
a211o: 2 / 17.5
mux2i: 8 / 80.1
buf: 3 / 27.5
nand2b: 2 / 12.5
inv: 3 / 11.3
dfrtp: 19 / 475
a32o: 2 / 21.3
nor2: 15 / 66.3
a21oi: 11 / 58.8
ha: 4 / 50.1
dfstp: 2 / 52.6
nand3: 3 / 15.0
a31oi: 3 / 18.8
nand4: 2 / 27.5
nor2b: 3 / 18.8
==> how the worst max path moves through the flow <==
stage	start	to	slack (ps)	cells past startpoint
after global routing	baud_tick	shift_reg[2]	1450	5
after CTS	tx	tx	1510	1
final	tx	tx	1550	1
==> logic make-up after synthesis <==
| group | synth area share, % |
|---|---|
| flops | 48.8 |
| compound gates | 15.2 |
| simple gates | 18.3 |
| buf+inv | 3.59 |
| mux | 9.49 |
| fa+ha+maj | 4.63 |
==> per-stage QoR <==
| stage | power, mW | instance area [um2] | utilization (%) | worst slack [ps] | instances |
|---|---|---|---|---|---|
| floorplan | 0.315 | 1080 | - | 2010 | 101 |
| detailed placement | 0.343 | 1330 | 14.5 | 1300 | 223 |
| finish | 0.495 | 1380 | 15.0 | 1550 | 227 |
| global placement | 0.342 | 1330 | 14.5 | 1300 | 223 |
| global route | 0.521 | 1380 | 15.0 | 1450 | 227 |
| CTS | 0.504 | 1380 | 15.0 | 1510 | 227 |
==> layout make-up <==
cell class                 instances  area (um2)
multi-input combinational         74         514
clock buffer                       4        45.0
sequential                        21         528
tap                              111         139
timing repair buffer              14         138
inverter                           3        11.3
fill                            1030        7820
Power and IR drop assume default switching activity.

`flow/config.mk`:
```
export PLATFORM = sky130hd
export DESIGN_NAME = rx_core
export DESIGN_NICKNAME = rx_core
export VERILOG_FILES = /design/flow/design.v
export SDC_FILE = /design/flow/constraint.sdc
export NUM_CORES = 4
export LEC_CHECK = 1
export CORE_AREA = 10 10 108 108
export DIE_AREA = 0 0 118 118
```
`flow/constraint.sdc`:
```
current_design rx_core

set clk_period 3.4
set clk_io_pct 0.2

create_clock -name clk0 -period $clk_period [get_ports {clk}]

set non_clock_inputs [all_inputs -no_clocks]
set_input_delay [expr $clk_period * $clk_io_pct] -clock clk0 $non_clock_inputs
set_output_delay [expr $clk_period * $clk_io_pct] -clock clk0 [all_outputs]
```
`flow/design.v`:
```
module rx_core#(
    parameter WIDTH = 8,
    parameter SAMPLING_TICKS = 16,
    parameter STOP_BITS = 1
)(
    input wire clk,
    input wire rst_n,
    input wire rx,
    input wire baud_tick,
    output reg [WIDTH-1:0] rx_data_out,
    output reg rx_ready,
    output reg rx_error
);
    localparam IDLE = 2'b00;
    localparam START = 2'b01;
    localparam DATA = 2'b10;
    localparam STOP = 2'b11;
    reg [1:0] state;
    reg [WIDTH-1:0] shift_reg;
    reg [$clog2(SAMPLING_TICKS)-1:0] baud_cnt;
    reg [$clog2(WIDTH)-1:0] bit_cnt;
    reg rx_sync1, rx_sync2;
    always @(posedge clk or negedge rst_n) begin
        if(!rst_n) begin
            rx_sync1 <= 1'b1;
            rx_sync2 <= 1'b1;
        end else begin
            rx_sync1 <= rx;
            rx_sync2 <= rx_sync1;
        end
    end
    always @(posedge clk or negedge rst_n) begin
        if(!rst_n) begin
            state <= IDLE;
            shift_reg <= 0;
            baud_cnt <= 0;
            bit_cnt <= 0;
            rx_data_out <= 0;
            rx_ready <= 1'b0;
            rx_error <= 1'b0;
        end else begin
            rx_ready <= 1'b0; 
            case(state)
                IDLE: begin
                    baud_cnt <= 0;
                    bit_cnt <= 0;
                    rx_error <= 1'b0;
                    shift_reg <= 0;
                    if(rx_sync2 == 1'b0) begin
                        state <= START;
                    end
                end
                START: begin
                    if(baud_tick) begin
                        if(baud_cnt == (SAMPLING_TICKS/2)) begin
                            if(rx_sync2 == 1'b0) begin
                                baud_cnt <= baud_cnt + 1;
                            end else begin
                                state <= IDLE;
                                baud_cnt <= 0;
                                rx_error <= 1'b1;
                            end
                        end else if(baud_cnt == SAMPLING_TICKS - 1) begin
                            baud_cnt <= 0;
                            state <= DATA;
                            bit_cnt <= 0;
                        end else begin
                            baud_cnt <= baud_cnt + 1;
                        end
                    end
                end
                DATA: begin
                    if(baud_tick) begin
                        if(baud_cnt == (SAMPLING_TICKS/2)) begin
                            shift_reg <= {rx_sync2, shift_reg[WIDTH-1:1]};
                            baud_cnt <= baud_cnt + 1;
                        end else if(baud_cnt == SAMPLING_TICKS - 1) begin
                            baud_cnt <= 0;
                            if(bit_cnt == WIDTH - 1) begin
                                state <= STOP;
                                bit_cnt <= 0;
                            end else begin
                                bit_cnt <= bit_cnt + 1;
                            end
                        end else begin
                            baud_cnt <= baud_cnt + 1;
                        end
                    end
                end
                STOP: begin
                    if(baud_tick) begin
                        if(baud_cnt == (SAMPLING_TICKS/2)) begin
                            if(rx_sync2 == 1'b1) begin
                                baud_cnt <= baud_cnt + 1;
                            end else begin
                                rx_error <= 1'b1;
                                baud_cnt <= baud_cnt + 1;
                            end
                        end else if(baud_cnt == SAMPLING_TICKS - 1) begin
                            baud_cnt <= 0;
                            if(bit_cnt == STOP_BITS - 1) begin
                                rx_data_out <= shift_reg;
                                rx_ready <= 1'b1;
                                state <= IDLE;
                                bit_cnt <= 0;
                            end else begin
                                bit_cnt <= bit_cnt + 1;
                            end
                        end else begin
                            baud_cnt <= baud_cnt + 1;
                        end
                    end
                end
            endcase
        end
    end
endmodule
```
`flow/run.sh`:
```
#!/bin/bash
# OpenROAD 26Q1-2900-gdf79404cd8, Yosys 0.63+post, stock flow scripts
make -C /OpenROAD-flow-scripts/flow DESIGN_CONFIG=/design/flow/config.mk WORK_HOME=/design/flow/orfs finish
```
==> flow_summary.ini <==
; physical design summary
[status]
status = finished clean

[clock_tree]
cts_resized = 0
numCtsBuffers = 5
cts_setup_buffers = 0
worstSkewPairLatency_ps = 280
htree_levels = 2
clockBufferDepth = 2
root_buffer = clkbuf_8
cts_tree = done
path_clk_slew_ps = 60
holdBufCountCts = 0
cts.sinks = 31

[drt]
drt_first_pass_iters = 4
wl_per_cell_um = 10.3
drc_errors = 0
ant_nets = 0
drt_iter0_drc = 60
wl_um = 2950
n_antenna_cell = 0
viasPerCell = 3.70
vias = 1057

[sta]
relSlewSlack_pct = 56.4
hold_viol = 0
finClkSkew_ps = 8.15
worstMarginPinSlew_ps = 654
period_minus_slack_ps = 2100
timing.setup.tns_ps = 0
rsz0062_at_grt = false
timing.final.crit_share_pct = 61.8
hold_ws_ps = 355
setup_violations = 0
fmax_mhz = 476
slew_violations = 0

[flow_run]
max_cap_violations = 0
openroad.warnings = 27

[cells_and_area]
drive_above_1_share_pct = 19.7
syn_to_final_growth_pct = 23.5
design_area_mm2 = 0.00188

[yosys]
most_common_cell = dfrtp_1
synth_top_cell_by_area = dfrtp_1
synth_area_mm2 = 0.00152
xor_area_share_pct = 0
synth-seq-cells = 31
netlist_instances = 141
synth.mux.area_fraction_pct = 13.3
async_flop_share_pct = 100
area_leaders = dfrtp_1 (46%), mux2_2 (13%), dfstp_2 (5.2%), ha_1 (4.1%), nand2b_1 (4.1%)
yosys.area_share.aoi_pct = 11.2
ys_types = 31
yosysCellCount = 141
top_logic_kind = simple AND/OR/NAND/NOR gates
common_cells = dfrtp_1 (28), mux2_2 (18), nand2_1 (15)
syn_area_per_cell_um2 = 10.8
ys_area_mm2 = 0.00152
yosys.stat.seqShare_pct = 51.2
ys_sh_adder_pct = 4.11
synth-simple-area-share_pct = 16.0
enable_flop_cells = 0
ys.warnings.count = 1
netlist.area_leader.share_pct = 46.1
flop_cell = dfrtp_1

[global_routing]
grt_max_degree = 32
globalRouteTotalUtil_pct = 4.42
grt_pass1_vias = 1063
antenna_found_initial = 0
grt_first_pass_wirelength_um = 5290
gr-total-overflow = 0

[die]
dieArea_mm2 = 0.0139
fp-utilization_pct = 16.4
ios = 14
num_rows = 35
fp.dieH_um = 118
core_area_mm2 = 0.00928
die_w_um = 118

[setup_path]
end_kind = flip-flop
crit_type = in2reg
crit_arrival_ps = 2260
crit_buf_inv = 1
cp-start-kind = input port
critPathTopFamily = simple AND/OR/NAND/NOR gates
cp.depth = 5
rr_worst_depth = 3
crit_path_frequent_cell = nand2_1
crit_chain = clkdlybuf4s50_1 > nand2_1 > nor3_1 > nand2_1 > mux2_2
worstPathMaxFanout = 10
slowest_delay_ps = 550
worstPathRequired_ps = 3560
cp_slowest_cell = clkdlybuf4s50_1

[place]
placed_area_mm2 = 0.00179
gp_congestion = 0.809
dp_hpwl_um = 2060
portBuffers = 13

[worst_hold_path]
hold_path_class = reg2reg
hold_path_depth = 0

[power_and_ir_drop]
max-vdd-ir-drop_v = 0.000160
power_density_mw_per_mm2 = 734
p_leak_nw = 0.802
finalPower_mw = 1.38
[cell usage in the layout, fill, tap and decap left out, drive strengths merged, types with 2 or more instances in the layout]
master          n
clkdlybuf4s50  13
a21oi           5
a22o            4
nand2b         10
dfstp           3
nand2          15
nand3           4
mux2           18
o21ai          11
dfrtp          28
clkbuf          7
nor2b           2
or3             2
ha              5
nor2            8
nor3            2
inv             8
[power breakdown]
part           switching, mW  internal [mW]  total [mW]
clock                  0.129          0.163       0.292
combinational          0.173          0.274       0.447
sequential             0.149          0.491       0.640
[stage by stage]
step / worst slack (ps) / cells / util [%]
final: 1300 / 286 / 20.2
after global routing: 1190 / 286 / 20.2
after CTS: 1280 / 286 / 20.2
after detailed placement: 995 / 278 / 19.3
after global placement: 1010 / 278 / 19.3
after floorplan: 1800 / 141 / -
[cells by family (layout without fill, tap and decap cells)]
family | Yosys count | in the layout
buf+inv | 14 | 30
fa+ha+maj | 5 | 5
flops | 31 | 31
simple gates | 47 | 47
compound gates | 26 | 26
mux | 18 | 18
[worst register-to-register path: stages, from the launching register on]
cell     delay, ps
dfrtp_1        620
or3_4          510
a21oi_1        320
mux2_2         370
[layer usage]
layer  part of all wire [%]  vias up  wire length (µm)  global-route usage (%)
met4                   0.71        0                21                   0.541
met2                     44       18              1290                    6.57
met5                      0        -                 0                       0
met3                    6.1        2               179                    1.56
li1                       -      521                 -                       -
met1                     50      516              1460                    6.22
[area by class of cell]
type / count / area, µm²
Timing Repair Buffer: 14 / 138
Fill cell: 1047 / 7400
Inverter: 8 / 30.0
Tap cell: 129 / 161
Clock buffer: 7 / 86.3
Clock inverter: 1 / 5.00
Multi-Input combinational cell: 96 / 679
Sequential cell: 31 / 779
[final timing paths]
check                          start             end  slack [ps]
setup reg to reg            state[1]      bit_cnt[0]        1470
hold / removal              rx_sync1        rx_sync2         350
hold reg to reg             rx_sync1        rx_sync2         350
max in group asynchronous      rst_n        rx_sync2        2260
setup / recovery           baud_tick  rx_data_out[0]        1300
min in group asynchronous      rst_n      bit_cnt[2]         810
